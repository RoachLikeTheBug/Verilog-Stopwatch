==> /design/flow/design.v <==
module Counter4bit (
	input wire enable, reset, clk,
	input wire [3:0] countIn, maxCount,
	output wire rollover,
	output wire [3:0] countOut
);
wire [3:0] rstCount;
reg roll;
reg [3:0] count;
initial begin 
	count = 4'h0;
end
assign countOut = count;
assign rollover = roll;
assign rstCount = countIn;
always @ (*) begin
	case (reset)
		1'b0: roll = (count == maxCount) ? 1'b1 : 1'b0;
		1'b1: roll = 1'b0;
		default: roll = 1'b0;
	endcase
end
always @ (posedge clk) begin
	case ({reset, enable}) 
		2'b00: count <= count;
		2'b01: count <= (count < maxCount) ? (count + 4'h1) : 4'h0;
		2'b10: count <= rstCount;
		2'b11: count <= rstCount;
		default: count <= 4'h0;
	endcase
end
endmodule
module FedgeNoDelay (
	input wire clk, in,
	output wire roll
);
reg a, falling;
assign roll = falling;
always @ (posedge clk) begin
	a <= in;
end
always @ (*) begin
	falling = a & ~in;
end
endmodule 
module Redge (
	input wire clk, asynchIn,
	output wire roll
);
reg a, b, c, rising;
assign roll = rising;
always @ (posedge clk) begin
	a <= asynchIn;
	b <= a;
	c <= b;
end
always @ (*) begin
	rising = b & ~c;
end
endmodule 
module SevenSegDisp (
	input wire deci,
	input wire [3:0] hexVal,
	output wire [7:0] hexDisp
);
reg [7:0] hexConv;
assign hexDisp = hexConv;
always @ (*) begin
	case(hexVal)
		4'h0: hexConv = deci ? (8'hc0 - 8'h80) : 8'hc0;
		4'h1: hexConv = deci ? (8'hf9 - 8'h80) : 8'hf9;
		4'h2: hexConv = deci ? (8'ha4 - 8'h80) : 8'ha4;
		4'h3: hexConv = deci ? (8'hb0 - 8'h80) : 8'hb0;
		4'h4: hexConv = deci ? (8'h99 - 8'h80) : 8'h99;
		4'h5: hexConv = deci ? (8'h92 - 8'h80) : 8'h92;
		4'h6: hexConv = deci ? (8'h82 - 8'h80) : 8'h82;
		4'h7: hexConv = deci ? (8'hf8 - 8'h80) : 8'hf8;
		4'h8: hexConv = deci ? (8'h80 - 8'h80) : 8'h80;
		4'h9: hexConv = deci ? (8'h98 - 8'h80) : 8'h98;
		4'ha: hexConv = deci ? (8'h88 - 8'h80) : 8'h88;
		4'hb: hexConv = deci ? (8'h83 - 8'h80) : 8'h83;
		4'hc: hexConv = deci ? (8'ha7 - 8'h80) : 8'ha7;
		4'hd: hexConv = deci ? (8'ha1 - 8'h80) : 8'ha1;
		4'he: hexConv = deci ? (8'h86 - 8'h80) : 8'h86;
		4'hf: hexConv = deci ? (8'h8e - 8'h80) : 8'h8e;
		default: hexConv = 8'hff;
	endcase
end
endmodule
module Stopwatch (
	input wire [9:0] SW,
	input wire [1:0] KEY,
	input wire CLOCK_50,
	output wire [7:0] HEX0, HEX1, HEX2, HEX3, HEX4, HEX5,
	output wire [9:0] LEDR
);
reg q;
wire rising, reset, en0, en1, en2, en3, en4, en5, en6, en7, en8, en9, en10, en11, en12, en13;
wire [3:0] count0, count1, count2, count3, count4, count5, swIn0, swIn1, w0, w1;
reg [3:0] count6, count7, count8, count9, count10, count11;
assign LEDR[9:0] = 10'b0000000000;
assign en12 = 1'b0;
assign en13 = 1'b1;
assign swIn0 = SW[3:0];
assign swIn1 = SW[7:4];
assign w0 = 4'h9;
assign w1 = 4'h5;
always @ (posedge CLOCK_50) begin
	case (SW[9:8])
		2'b00: begin
			count6 <= count0;
			count7 <= count1;
			count8 <= count2;
			count9 <= count3;
			count10 <= count4;
			count11 <= count5;
		end
		2'b01: begin
			count6 <= swIn0;
			count7 <= swIn1;
			count8 <= count2;
			count9 <= count3;
			count10 <= count4;
			count11 <= count5;
		end
		2'b10: begin
			count6 <= count0;
			count7 <= count1;
			count8 <= swIn0;
			count9 <= swIn1;
			count10 <= count4;
			count11 <= count5;
		end
		2'b11: begin
			count6 <= count0;
			count7 <= count1;
			count8 <= count2;
			count9 <= count3;
			count10 <= swIn0;
			count11 <= swIn1;
		end
	endcase
end
Redge RST (.clk(CLOCK_50), .asynchIn(KEY[0]), .roll(reset));
Redge U0 (.clk(CLOCK_50), .asynchIn(KEY[1]), .roll(rising));
always @ (posedge CLOCK_50) begin 
	q <= rising ? ~q : q;
end
Timer_10ms U1 (.clk(CLOCK_50), .reset(reset), .rollover(en0));
Counter4bit U2 (.clk(CLOCK_50), .reset(reset), .enable(q & en0), .rollover(en1), .maxCount(w0), .countOut(count0), .countIn(count6));
SevenSegDisp U3 (.deci(en12), .hexVal(count0), .hexDisp(HEX0[7:0]));
FedgeNoDelay U4 (.clk(CLOCK_50), .in(en1), .roll(en2));
Counter4bit U5 (.clk(CLOCK_50), .reset(reset), .enable(en2), .rollover(en3), .maxCount(w0), .countOut(count1), .countIn(count7));
SevenSegDisp U6 (.deci(en12), .hexVal(count1), .hexDisp(HEX1[7:0]));
FedgeNoDelay U7 (.clk(CLOCK_50), .in(en3), .roll(en4));
Counter4bit U8 (.clk(CLOCK_50), .reset(reset), .enable(en4), .rollover(en5), .maxCount(w0), .countOut(count2), .countIn(count8));
SevenSegDisp U9 (.deci(en13), .hexVal(count2), .hexDisp(HEX2[7:0]));
FedgeNoDelay U10 (.clk(CLOCK_50), .in(en5), .roll(en6));
Counter4bit U11 (.clk(CLOCK_50), .reset(reset), .enable(en6), .rollover(en7), .maxCount(w1), .countOut(count3), .countIn(count9));
SevenSegDisp U12 (.deci(en12), .hexVal(count3), .hexDisp(HEX3[7:0]));
FedgeNoDelay U13 (.clk(CLOCK_50), .in(en7), .roll(en8));
Counter4bit U14 (.clk(CLOCK_50), .reset(reset), .enable(en8), .rollover(en9), .maxCount(w0), .countOut(count4), .countIn(count10));
SevenSegDisp U15 (.deci(en13), .hexVal(count4), .hexDisp(HEX4[7:0]));
FedgeNoDelay U16 (.clk(CLOCK_50), .in(en9), .roll(en10));
Counter4bit U17 (.clk(CLOCK_50), .reset(reset), .enable(en10), .rollover(en11), .maxCount(w1), .countOut(count5), .countIn(count11));
SevenSegDisp U18 (.deci(en12), .hexVal(count5), .hexDisp(HEX5[7:0]));
endmodule
module Timer_10ms (
	input wire clk, reset,
	output wire rollover
);
reg [19:0] i;
reg roll;
assign rollover = roll;
initial begin
	roll = 1'b0;
	i = 20'h00000;
end
always @ (*) begin
	if (i == 20'h7a11f) begin  
		roll = 1'b1;
	end 
	else begin
		roll = 1'b0;
	end
end
always @ (posedge clk) begin
	case (reset) 
		1'b0: i <= (i < 20'h7a11f) ? (i + 20'h00001) : 20'h00000;
		1'b1: i <= 20'h00000;
	endcase
end
endmodule
==> /design/flow/run.sh <==
#!/bin/bash
# OpenROAD 26Q1-2900-gdf79404cd8, Yosys 0.63+post, stock flow scripts
make -C /OpenROAD-flow-scripts/flow DESIGN_CONFIG=/design/flow/config.mk WORK_HOME=/design/flow/orfs finish
==> /design/flow/config.mk <==
export PLATFORM = sky130hd
export DESIGN_NAME = Stopwatch
export DESIGN_NICKNAME = Stopwatch
export VERILOG_FILES = /design/flow/design.v
export SDC_FILE = /design/flow/constraint.sdc
export NUM_CORES = 4
export LEC_CHECK = 1
export CORE_UTILIZATION = 30
==> /design/flow/constraint.sdc <==
current_design Stopwatch

set clk_period 3.1
set clk_io_pct 0.2

create_clock -name clk0 -period $clk_period [get_ports {CLOCK_50}]

set non_clock_inputs [all_inputs -no_clocks]
set_input_delay [expr $clk_period * $clk_io_pct] -clock clk0 $non_clock_inputs
set_output_delay [expr $clk_period * $clk_io_pct] -clock clk0 [all_outputs]
==> out/qor.json <==
{
  "timing.critical_path.slowest_cell_delay": {"value": 0.47, "unit": "ns"},
  "min_cycle_time_layout": {"value": 2.77, "unit": "ns"},
  "postSynthCellCount": {"value": 578},
  "areaGrowthSynthToFinish": {"value": 20.0, "unit": "%"},
  "worst_hold_path_type": {"value": "reg2reg"},
  "logic_area": {"value": 0.00262, "unit": "mm^2"},
  "routed_via_count_divided_by_cell_count": {"value": 4.81},
  "ys_cells": {"value": 578},
  "grt_use_total": {"value": 12.6, "unit": "%"},
  "clock.latency.late_pin": {"value": 0.33, "unit": "ns"},
  "cts_setup_buffers": {"value": 0},
  "detail_route.first_pass.iterations": {"value": 5},
  "critical_path.slowest_cell": {"value": "sky130_fd_sc_hd__clkdlybuf4s50_1"},
  "r2r_start": {"value": "U1.i[0]$_SDFF_PP0_"},
  "ys_top_logic_family": {"value": "simple AND/OR/NAND/NOR gates"},
  "layout-drive-gt1-share": {"value": 7.79, "unit": "%"},
  "timing.clock.skew": {"value": 0.00936, "unit": "ns"},
  "yosys_warning_count": {"value": 6},
  "route.detailed.drc": {"value": 0},
  "io_buffer_count": {"value": 54},
  "aoi_share": {"value": 18.1, "unit": "%"},
  "fillers": {"value": 1536},
  "grt_antenna_before_repair": {"value": 0},
  "arrival": {"value": 2.15, "unit": "ns"},
  "timing.final.hold_violations": {"value": 0},
  "leakagePower": {"value": 2.26, "unit": "nW"},
  "detail-route-antenna-nets": {"value": 0},
  "worst-r2r-setup-slack": {"value": 1.01, "unit": "ns"},
  "avgRoutedWirePerCell": {"value": 12.4, "unit": "um"},
  "simple_gate_fraction_of_synth_area": {"value": 21.3, "unit": "%"},
  "dieArea": {"value": 0.0165, "unit": "mm^2"},
  "ys_types": {"value": 53},
  "fmax": {"value": 0.361, "unit": "GHz"},
  "fp-utilization": {"value": 31.1, "unit": "%"},
  "min_period_over_period": {"value": 89.4, "unit": "%"},
  "cts-htree-levels": {"value": 3},
  "maxSlewHeadroom": {"value": 62.3, "unit": "%"},
  "tritoncts_clock_tree": {"value": "built"},
  "critical_path.max_fanout": {"value": 9},
  "holdPathEnd": {"value": "U0.b$_DFF_P_"},
  "placement_rows": {"value": 45},
  "log.warning_count": {"value": 46},
  "drv_slew": {"value": 0},
  "r2r-end": {"value": "U2.count[3]$_DFFE_PP_"},
  "flop_area": {"value": 0.00185, "unit": "mm^2"},
  "worst_r2r_path_depth": {"value": 5},
  "cts-root-to-sink-buffers": {"value": 2},
  "vias": {"value": 3979},
  "vdd.ir_drop.worst": {"value": 0.241, "unit": "mV"},
  "final_wirelength": {"value": 10300, "unit": "um"},
  "setup_ws": {"value": 0.327, "unit": "ns"},
  "cts.root.buffer_cell": {"value": "sky130_fd_sc_hd__clkbuf_16"},
  "number_of_antenna_repair_diodes": {"value": 0},
  "aggregate_global_routing_overflow": {"value": 0},
  "grt_setup_unrepaired": {"value": "no"},
  "post-dp-hpwl": {"value": 7480, "unit": "um"},
  "synth-async-reset-ratio": {"value": 0, "unit": "%"},
  "setup_total_negative_slack": {"value": 0, "unit": "ns"},
  "critPathCaptureType": {"value": "output port"},
  "worst-setup-path-type": {"value": "reg2out"},
  "syn_area_per_cell": {"value": 8.31, "unit": "um^2"},
  "fin_hold_ws": {"value": 0.325, "unit": "ns"},
  "grt_max_degree": {"value": 23},
  "worst_setup_path_start_kind": {"value": "flip-flop"},
  "syn-cell-area": {"value": 0.00480, "unit": "mm^2"},
  "cts.reportedPaths.clkPinSlew": {"value": 0.06, "unit": "ns"},
  "synthXorXnorAreaFrac": {"value": 2.74, "unit": "%"},
  "synth.cellmix.adderShare": {"value": 7.29, "unit": "%"},
  "ys_ff": {"value": 80},
  "dominantRegCellSynth": {"value": "sky130_fd_sc_hd__dfxtp_1"},
  "drt_first_iter_violations": {"value": 250},
  "die_height": {"value": 129, "unit": "um"},
  "core_region_area": {"value": 0.0154, "unit": "mm^2"},
  "edf_count": {"value": 25},
  "worst_hold_path.num_cells": {"value": 0},
  "total_power": {"value": 0.00278, "unit": "W"},
  "dpl_worst_slack": {"value": 0.629, "unit": "ns"},
  "wire_length_of_the_first_global_routing_pass": {"value": 16600, "unit": "um"},
  "outcome": {"value": "finished, final reports clean"},
  "worst_pin_slew": {"value": 0.565, "unit": "ns"},
  "vias_in_the_first_global_route": {"value": 3397},
  "mux_share": {"value": 3.59, "unit": "%"},
  "synth-seq-area-share": {"value": 38.6, "unit": "%"},
  "setup_viol": {"value": 0},
  "pwr_density_cell": {"value": 482, "unit": "mW/mm^2"},
  "timing.critical_path.cells": {"value": "inv_1, ha_1, nor2b_1, a211oi_1, a21oi_1, clkdlybuf4s50_1"},
  "routability_congestion_estimate": {"value": 0.897},
  "cap_violations": {"value": 0},
  "tritoncts.num_buffers": {"value": 9},
  "die-width": {"value": 129, "unit": "um"},
  "ios": {"value": 71},
  "hold_path.startpoint": {"value": "U0.a$_DFF_P_"},
  "clock_sinks": {"value": 80},
  "critPathRequiredTime": {"value": 2.48, "unit": "ns"},
  "postCtsHoldBufs": {"value": 0},
  "yosys-stat-area": {"value": 0.00480, "unit": "mm^2"},
  "quantity_of_gates_resized_following_cts": {"value": 0}
}
==> layer usage <==
layer,vias to the layer above,share of wire [%],track usage (%),wire [um]
li1,2055,-,-,-
met1,1806,51,20.3,5200
met2,110,44,18.6,4510
met3,8,4.8,2.20,495
met4,0,0.86,1.04,89
met5,-,0,0,0
==> per-stage QoR <==
step / cell area, um^2 / util [%] / instances
after global placement: 5450 / 35.4 / 812
after detailed placement: 5450 / 35.4 / 812
after CTS: 5760 / 37.4 / 827
after global routing: 5760 / 37.4 / 827
final: 5760 / 37.4 / 827
after floorplan: 4860 / - / 593
==> cells in the final DEF (no fill, tap or decap), types with 5 or more instances in the layout <==
| master | count |
|---|---|
| sky130_fd_sc_hd__o21ai_0 | 43 |
| sky130_fd_sc_hd__nor3_1 | 15 |
| sky130_fd_sc_hd__ha_1 | 28 |
| sky130_fd_sc_hd__nand2_1 | 71 |
| sky130_fd_sc_hd__nor3_2 | 10 |
| sky130_fd_sc_hd__conb_1 | 17 |
| sky130_fd_sc_hd__nor2_1 | 57 |
| sky130_fd_sc_hd__clkdlybuf4s50_1 | 54 |
| sky130_fd_sc_hd__dfxtp_1 | 55 |
| sky130_fd_sc_hd__o22ai_1 | 7 |
| sky130_fd_sc_hd__inv_1 | 33 |
| sky130_fd_sc_hd__mux2_2 | 10 |
| sky130_fd_sc_hd__a211oi_1 | 12 |
| sky130_fd_sc_hd__clkbuf_16 | 9 |
| sky130_fd_sc_hd__nand2b_1 | 5 |
| sky130_fd_sc_hd__nor2b_1 | 12 |
| sky130_fd_sc_hd__xnor2_1 | 7 |
| sky130_fd_sc_hd__nand4_1 | 9 |
| sky130_fd_sc_hd__a21oi_1 | 43 |
| sky130_fd_sc_hd__buf_4 | 7 |
| sky130_fd_sc_hd__xor2_1 | 8 |
| sky130_fd_sc_hd__nand3_1 | 16 |
| sky130_fd_sc_hd__mux2i_1 | 6 |
| sky130_fd_sc_hd__edfxtp_1 | 25 |
==> cells by family (layout without fill, tap and decap cells) <==
kind of cell,Yosys count,after routing
flip-flops,80,80
AND-OR/OR-AND,138,138
adder cells (fa/ha/maj),28,28
multiplexers,16,16
buffers and inverters,86,109
other,2,17
AND/OR/NAND/NOR,213,213
XOR/XNOR,15,15
==> worst max-delay path, delay by kind of cell (launching register included) <==
kind | cells | cell delay, ns
simple gates | 1 | 0.20
fa+ha+maj | 1 | 0.33
buf+inv | 2 | 0.62
flops | 1 | 0.44
compound gates | 2 | 0.23
==> cells in the mapped netlist (12+ instances only) <==
library cell | instances | area [um^2]
sky130_fd_sc_hd__nand2_1 | 71 | 267
sky130_fd_sc_hd__nor2_1 | 57 | 214
sky130_fd_sc_hd__dfxtp_1 | 55 | 1100
sky130_fd_sc_hd__a21oi_1 | 43 | 215
sky130_fd_sc_hd__o21ai_0 | 43 | 215
sky130_fd_sc_hd__inv_1 | 33 | 124
sky130_fd_sc_hd__ha_1 | 28 | 350
sky130_fd_sc_hd__clkbuf_1 | 27 | 101
sky130_fd_sc_hd__edfxtp_1 | 25 | 751
sky130_fd_sc_hd__buf_4 | 16 | 120
sky130_fd_sc_hd__nand3_1 | 16 | 80.1
sky130_fd_sc_hd__nor3_1 | 15 | 75.1
sky130_fd_sc_hd__nor2b_1 | 13 | 81.3
sky130_fd_sc_hd__a211oi_1 | 12 | 90.1
==> final cells by class <==
cell class / count / area share (%)
clock inverter: 5 / 1.41
sequential: 80 / 32.1
inverter: 33 / 2.15
multi-input combinational: 427 / 45.5
timing repair buffer: 61 / 10.3
tap: 211 / 4.58
clock buffer: 10 / 3.97
==> sequential cells by signal, summed over array words and instances (netlist names), 4 cells and up <==
register / count
U1.i: 20
U11.count: 4
U14.count: 4
U17.count: 4
U2.count: 4
U5.count: 4
U8.count: 4
count10: 4
count11: 4
count6: 4
count7: 4
count8: 4
count9: 4
==> power breakdown <==
group | switching [W] | internal (W)
Combinational | 0.000215 | 0.000253
Sequential | 0.0000592 | 0.00115
Clock | 0.000398 | 0.000702
==> how the worst max path moves through the flow <==
stage / from / endpoint / depth (start not counted)
finish: U11.count[1]$_DFFE_PP_ / HEX3[0] / 6
global route: U14.count[0]$_DFFE_PP_ / HEX4[5] / 7
CTS: U2.count[1]$_DFFE_PP_ / HEX0[5] / 5
Power and IR drop assume default switching activity.
